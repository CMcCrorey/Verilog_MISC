==> ./design.v <==
`timescale 1ns / 1ps
module FIR #(parameter WI =2, WF= 6) (
    input clk,rst,rst2,
    input signed [WI+WF-1: 0] x,
    output signed [WI+WF-1:0] y   
    );
    wire OFV;
     localparam wi=WI,wf=WF,wio=4,wfo=12;
    localparam Awi=4,Awf=12,Awio=4,Awfo=12 ,Awio_2=2,Awfo_2=6;
    wire signed [wio+wfo-1: 0] xmult_1,xmult_2,xmult_3, Add_1;
    localparam signed [WI+WF-1:0] H0=8'b11101011, H1 =8'b00110011, H2 =8'b00011010;
          Fp_mult #(.WI0(wio),.WI1(wi),.WI2(wi),.WF0(wfo),.WF1(wf), .WF2(wf)) mu1(
.rst(rst2), .in1(x), .in2(H0),.out(xmult_1),.OFV(OFV));
          Fp_mult #(.WI0(wio),.WI1(wi),.WI2(wi),.WF0(wfo),.WF1(wf), .WF2(wf)) mu1_2( 
.rst(rst2), .in1(x_reg), .in2(H1),.out(xmult_2),.OFV(OFV));
          Fp_mult #(.WI0(wio),.WI1(wi),.WI2(wi),.WF0(wfo),.WF1(wf), .WF2(wf)) mu1_3( 
.rst(rst2), .in1(x_reg_2), .in2(H2),.out(xmult_3),.OFV(OFV));
fp_adder #(.WI0(Awio),.WI1(Awi),.WI2(Awi),.WF0(Awfo),.WF1(Awf), .WF2(Awf)) adder_1( 
.rst(rst2), .in1(xmult_1), .in2(xmult_2),.out(Add_1),.OFV(OFV));
fp_adder #(.WI0(Awio_2),.WI1(Awi),.WI2(Awi),.WF0(Awfo_2),.WF1(Awf),.WF2(Awf)) adder_2( 
.rst(rst2), .in1(Add_1), .in2(xmult_3),.out(y),.OFV(OFV));
    reg signed [WI+WF-1: 0] temp,x_reg, x_reg_2;
     always @(posedge clk) begin
     if(rst) begin
      x_reg <= 0;   
     x_reg_2 <= 0;  
      end
      else begin    
     x_reg <= x;   
     x_reg_2 <= x_reg;   
    end  
    end   
endmodule
`timescale 1ns / 1ps
module Fp_mult#(parameter WI1 =4 ,WF1 =4, WI2 =4 , WF2=4, WI0 =8 , WF0=8 )(
    input rst,   
    input signed [WI1+WF1-1:0] in1,
    input signed [WI2+WF2-1:0] in2,
    output reg signed [WI0+WF0-1:0] out,
    output reg OFV
    );
    reg signed [WI1+WI2+WF1+WF2-1:0] outT;  
    reg signed [WI0-1:0] Iwire0;
    reg  [WF0-1:0] Fwire0;   
    reg  signed [WI1+WI2-1:0] Iwire;
    reg  [WF1+WF2-1:0] Fwire;    
    always@* begin  
        OFV=0;
      outT = in1*in2;       
       if(rst) outT = 0;
       else   {Iwire,Fwire}= outT; 
         if(WF0 < (WF1 +WF2) ) begin
             Fwire0=  Fwire[WF1+WF2-1:(WF1 +WF2)-WF0];    
        end  
          if(WF0 > (WF1 +WF2) ) begin
            Fwire0=  {Fwire,{(WF0-(WF1+WF2)){1'b0}}};   
        end 
          if(WI0 < (WI1 +WI2) ) begin
        Iwire0 = Iwire; 
            if(Iwire0 != Iwire)    
            OFV =1'b1;
        end 
          if(WI0 > (WI1 +WI2) ) begin
        Iwire0 = {{(WI0-(WI1+WI2)){outT[WI1+WI2+WF1+WF2-1:0]}},Iwire};     
        end 
          if(WF0 == (WF1 +WF2) ) begin
            Fwire0=  Fwire;
        end 
          if(WI0 == (WI1 +WI2) ) begin
             Iwire0 = Iwire;                   
        end   
         out = {Iwire0,Fwire0[WF0-1:0]};
   end    
endmodule
`timescale 1ns / 1ps
module fp_adder #(parameter WI1 =8,WF1 =8, WI2 =8 , WF2=8, WI0 =8 , WF0=8 )(
    input rst,
    input signed [WI1+WF1-1:0] in1,
    input signed [WI2+WF2-1:0] in2,
    output reg signed [WI0+WF0-1:0] out,  
    output reg OFV
    );
    reg signed [( (WI1-WI2) > (WI2 - WI1) ? WI1 +1 : WI2 +1) + ( (WF1-WF2) > (WF2 - WF1) ? WF1 : WF2) -1 :0] in1T;    
    reg signed [( (WI1-WI2) > (WI2 - WI1) ? WI1 +1 : WI2 +1) + ( (WF1-WF2) > (WF2 - WF1) ? WF1 : WF2) -1 :0] in2T;   
    reg signed [( (WI1-WI2) > (WI2 - WI1) ? WI1 +1 : WI2 +1) + ( (WF1-WF2) > (WF2 - WF1) ? WF1 : WF2)  -1:0] outT;  
    reg        [WI0-1:0] Iwire0;      
    reg        [WF0-1:0] Fwire0;     
    reg         [( (WI1-WI2) > (WI2 - WI1) ? WI1 +1 : WI2 +1)-1:0] Iwire;   
    reg         [( (WI1-WI2) > (WI2 - WI1) ? WI1 +1 : WI2 +1)-WI0-1:0] tmp;   
    reg         [( (WF1-WF2) > (WF2 - WF1) ? WF1 : WF2)-1:0] Fwire;   
    always@* begin  
        OFV=0;
    if(WF1 < WF2) 
    in1T = in1 <<< (WF2-WF1);
    else  in1T = in1;
    if(WF2 < WF1) 
    in2T = in2 <<< (WF1-WF2);
    else  in2T = in2;
    outT = in1T +in2T;
   {Iwire,Fwire}= outT;    
    if(WI0 > (( (WI1-WI2) > (WI2 - WI1) ? WI1 +1 : WI2 +1))) begin                        
   Iwire0 = {{(WI0-(( (WI1-WI2) > (WI2 - WI1) ? WI1 +1 : WI2 +1))){outT[( (WI1-WI2) > (WI2 - WI1) ? WI1 +1 : WI2 +1) + ( (WF1-WF2) > (WF2 - WF1) ? WF1 : WF2) -1]}},Iwire};  
    end
    if(WF0 > (( (WF1-WF2) > (WF2 - WF1) ? WF1 : WF2) +1)) begin
   Fwire0=  {Fwire,{(WF0-(( (WF1-WF2) > (WF2 - WF1) ? WF1 : WF2) +1)){1'b0}}};
    end
    if(WI0 < (( (WI1-WI2) > (WI2 - WI1) ? WI1 +1 : WI2 +1) )) begin                          
          Iwire0 = {Iwire[( (WI1-WI2) > (WI2 - WI1) ? WI1 +1 : WI2 +1)-1],Iwire[WI0-1:0]};       
          tmp = {  Iwire[( (WI1-WI2) > (WI2 - WI1) ? WI1 +1 : WI2 +1)-1:(( (WI1-WI2) > (WI2 - WI1) ? WI1 +1 : WI2 +1)-WI0)]};
                    if((Iwire[( (WI1-WI2) > (WI2 - WI1) ? WI1 +1 : WI2 +1)-1] ==(&tmp)) || (~Iwire[( (WI1-WI2) > (WI2 - WI1) ? WI1 +1 : WI2 +1)-1]  ==(|tmp))) begin    
                    OFV= 1'b0;
                    end
                    else OFV =1'b1;
         end
    if(WF0 < (( (WF1-WF2) > (WF2 - WF1) ? WF1 : WF2) )) begin
   Fwire0=  Fwire[( (WF1-WF2) > (WF2 - WF1) ? WF1 : WF2)-1:(( (WF1-WF2) > (WF2 - WF1) ? WF1 : WF2))-WF0];   
    end
     if(WI0 == ( (WI1-WI2) > (WI2 - WI1) ? WI1 : WI2 ) ) begin
     Iwire0= Iwire[( (WI1-WI2) > (WI2 - WI1) ? WI1 +1 : WI2 +1)-2:0];  
                if((in1[WI1+WF1-1] ==in2[WI2 +WF2 -1] ==~out[WI0+WF0 -1]) || (~in1[WI1+WF1-1] ==~in2[WI2 +WF2 -1] ==out[WI0+WF0 -1]))    
                OFV= 1'b1;
                else OFV =1'b0;
      end
     if(WF0 == ( (WF1-WF2) > (WF2 - WF1) ? WF1 : WF2) ) begin
        Fwire0= Fwire;
      end
      if(WI0 == ( (WI1-WI2) > (WI2 - WI1) ? WI1 +1 : WI2 +1)) begin
       Iwire0= Iwire;
      end
      if(WF0 == ( (WF1-WF2) > (WF2 - WF1) ? WF1 : WF2) +1) begin    
      Fwire0= Fwire;
      end
   if(rst)       
   out = 0;      
   else  out = {Iwire0,Fwire0};
    end   
endmodule
==> ./run.sh <==
#!/bin/bash
# OpenROAD 26Q1-2900-gdf79404cd8, Yosys 0.63+post, stock flow scripts
make -C /OpenROAD-flow-scripts/flow DESIGN_CONFIG=/design/flow/config.mk WORK_HOME=/design/flow/orfs finish
==> ./config.mk <==
export PLATFORM = sky130hd
export DESIGN_NAME = FIR
export DESIGN_NICKNAME = FIR
export VERILOG_FILES = /design/flow/design.v
export SDC_FILE = /design/flow/constraint.sdc
export NUM_CORES = 4
export LEC_CHECK = 1
export CORE_UTILIZATION = 30
==> ./constraint.sdc <==
current_design FIR

set clk_period 14.9
set clk_io_pct 0.2

create_clock -name clk0 -period $clk_period [get_ports {clk}]

set non_clock_inputs [all_inputs -no_clocks]
set_input_delay [expr $clk_period * $clk_io_pct] -clock clk0 $non_clock_inputs
set_output_delay [expr $clk_period * $clk_io_pct] -clock clk0 [all_outputs]
==> results.cfg <==
; yosys + openroad results
[status]
status = complete, no violations

[power]
ir_drop_mv = 0.0985
clkPwrFrac_pct = 7.3
power_density_mw_per_mm2 = 187
p_int_mw = 0.440
leakagePower_nw = 2.24
pwr-share-seq_pct = 5.9
p_sw_mw = 0.380
p_sw_share_pct = 46.3
p_comb_share_pct = 86.8

[place]
gp_congestion = 0.854
placed_cells = 603
placed_cell_area_mm2 = 0.00429
port_buffers = 18
place_hpwl_um = 6150

[final_layout]
drive_gt1_share_pct = 1.61
final_core_util_pct = 34.6
seq_area_um2 = 320
stdcell_count = 607
logic_area_mm2 = 0.00323
stdcell_area_mm2 = 0.00438
fillers = 1277
area_delta_synth_final_pct = 12.0

[yosys]
synth_cells = 417
synth_adder_area_share_pct = 57.0
yosys_warnings = 4
synthMuxAreaShare_pct = 1.70
ys_cells = 417
synthArstFlopShare_pct = 0
yosys.area_share.simple_pct = 7.71
synthXorXnorAreaFrac_pct = 8.51
ys_types = 32
yosysSeqAreaShare_pct = 8.19
synth-area-yosys_mm2 = 0.00391
mappedNetlistArea_mm2 = 0.00391
synth_area_per_cell_um2 = 9.38
ys.flop_type = dfxtp_1
compound_area_share_pct = 7.71
logic_family = adder cells
edf_count = 0
ys_ff = 16

[detailed_routing]
drcViolationCount = 0
totalWireLength_um = 6970
dr.pass1.iters = 6
dr_total_vias = 2631
viasPerCell = 4.33
wl_per_cell_um = 11.5
antennaDiodeCount = 0
ant_nets = 0
initialDrtViolationCount = 62

[clocking]
clock_path_buffers = 2
cts_resized = 0
post-cts-setup-buffers = 0
htree_levels = 1
hold_buffers = 0
cts_tree = done
clock_latency_ps = 250
cts_buffers = 3
cts-root-buf = clkbuf_16
clock-sinks = 16
clk_pin_slew_ps = 60

[setup_path]
max_stage_delay_ps = 570
end_kind = output port
cp.required_ps = 11920
path_class = input pin to output port
reg2regPathDepth = 2
start_kind = input pin
slowest_stage = fa_1
cp_common_cell = fa_1
crit_chain = clkdlybuf4s50_1, inv_1, fa_1, inv_1, fa_1, inv_1, fa_1, fa_1, fa_1, ha_1, a21oi_1, o21bai_1, a21oi_1, xor2_1, nor2_1, ha_1, or3_1, o22a_1, o21a_1, a221oi_2, xnor2_1, mux2_4, clkdlybuf4s50_1
cp.arrival_ps = 9510
crit_fanout = 3

[sta]
slew_headroom_pct = 52.9
hold_violations = 0
finalClockSkew_ps = 3.27
tns_ps = 0
maxSlewViolCount = 0
holdWs_ps = 510
setup_viol = 0
tightestPinTransition_ps = 704
fin_crit_sh_pct = 83.8
grt_setup_unrepaired = false
fmax_mhz = 80.1
fin_crit_ps = 12490

[job]
cap_viol_max_count = 0
tool_warnings = 29

[floorplanning]
die_area_mm2 = 0.0135
die_h_um = 116
die_x_um = 116
num_rows = 41
core_mm2 = 0.0127
ios = 19
initial_core_util_pct = 30.9

[global_route]
grt_max_degree = 23
grt-ovfl-total = 0
grt_usage_pct = 11.5
grt_pass1_wl_um = 11900
grt_pass1_vias = 2539
antenna_found_initial = 0

[min_path]
hp-class = flip-flop to flip-flop
whs_path_depth = 1
-- worst max-delay path, delay by kind of cell --
family	cells	cell delay (ps)
AND-OR/OR-AND	6	1170
multiplexers	1	320
buffers and inverters	5	1110
AND/OR/NAND/NOR	2	450
adder cells (fa/ha/maj)	7	3080
XOR/XNOR	2	380
-- placed cells by master, fill, tap and decap left out --
master | synthesis | final
a211oi_1 | 2 | 2
clkdlybuf4s50_1 | 0 | 18
a21o_1 | 4 | 4
mux2i_1 | 4 | 4
nor2b_1 | 10 | 10
o22ai_1 | 2 | 2
o21bai_1 | 3 | 3
inv_1 | 92 | 92
nand2_1 | 3 | 3
or4_1 | 1 | 1
ha_1 | 98 | 98
mux2_4 | 1 | 1
fa_1 | 50 | 50
a21oi_1 | 16 | 16
mux2_2 | 1 | 1
xor2_1 | 8 | 8
clkbuf_8 | 0 | 1
nor3_1 | 4 | 4
clkbuf_16 | 0 | 3
a221oi_2 | 1 | 1
nor2_1 | 36 | 36
o21ai_0 | 13 | 13
nand4b_1 | 1 | 1
dfxtp_1 | 16 | 16
nand2b_1 | 4 | 4
a31oi_1 | 2 | 2
o22a_1 | 1 | 1
o21a_1 | 4 | 4
a311o_1 | 1 | 1
nor4_1 | 2 | 2
nand4_1 | 1 | 1
and3_1 | 1 | 1
xnor2_1 | 30 | 30
or3_1 | 1 | 1
-- metrics by stage --
| stage | worst slack, ps | power, mW |
|---|---|---|
| finish | 2410 | 0.821 |
| floorplan | 3700 | 0.576 |
| global placement | 2460 | 0.767 |
| CTS | 2380 | 0.838 |
| detailed placement | 2390 | 0.766 |
| global route | 2020 | 0.932 |
-- power groups by stage --
stage	logic, mW	clock network (mW)	registers [mW]
finish	0.713	0.0597	0.0484
global route	0.820	0.0631	0.0489
CTS	0.729	0.0612	0.0485
-- synth_stat cells (2+ instances only) --
library cell	count	area, µm²
a31oi_1	2	12.5
ha_1	98	1230
nand2b_1	4	25.0
nand2_1	3	11.3
nor4_1	2	12.5
o22ai_1	2	12.5
nor2b_1	10	62.6
clkbuf_1	4	15.0
mux2i_1	4	40.0
a21o_1	4	30.0
xor2_1	8	70.1
nor3_1	4	20.0
xnor2_1	30	263
dfxtp_1	16	320
inv_1	92	345
a211oi_1	2	15.0
fa_1	50	1000
a21oi_1	16	80.1
o21ai_0	13	65.1
o21a_1	4	30.0
nor2_1	36	135
o21bai_1	3	22.5
-- final cells by class --
class | instances | area share [%]
inverter | 92 | 7.89
tap | 172 | 4.91
sequential | 16 | 7.31
multi-input combinational | 305 | 73.7
timing repair buffer | 18 | 4.11
clock buffer | 4 | 2.03
-- worst paths after layout --
path	start	endpoint	slack (ps)
max	x[0]	y[7]	2410
min	x_reg[2]	x_reg_2[2]	510
max reg2reg	x_reg[7]	x_reg_2[7]	13770
min reg2reg	x_reg[2]	x_reg_2[2]	510
-- logic make-up (layout without fill, tap and decap cells) --
| logic type | count (synthesis) | in the layout |
|---|---|---|
| buffers and inverters | 96 | 114 |
| muxes | 6 | 6 |
| DFF | 16 | 16 |
| and+or+nand+nor | 64 | 64 |
| xor gates and xnor gates | 38 | 38 |
| AOI/OAI and AO/OA | 49 | 49 |
| adders and majority gates | 148 | 148 |
-- routing by layer --
layer / track usage (%) / wire length (µm) / vias up / part of all wire, %
met3: 2.17 / 221 / 2 / 3.2
met5: 0 / 0 / - / 0
met4: 0.342 / 10 / 0 / 0.14
met2: 17.7 / 3060 / 26 / 44
li1: - / - / 1378 / -
met1: 18.2 / 3670 / 1225 / 53
No activity file was given, so power comes from the tool's default toggle rates.
